==> design/flow/design.v <==
module mul_4_stage (
	input clk, ce,
	input[31 : 0] a,
	input [31 : 0] b,
	output [31 : 0] p
);
	reg [31 : 0] a_reg = 0, b_reg = 0, q0 = 0, q1 = 0, q2 = 0;
	wire [63 : 0] mul_wire;
	assign mul_wire = a_reg * b_reg;
	wire [31 : 0] mul;
	assign mul = mul_wire[31 : 0];
	always @(posedge clk)
		if(ce)begin
			a_reg <= a;
			b_reg <= b;
			q0 <= mul;
			q1 <= q0;
			q2 <= q1;
		end
	assign p = q2;
endmodule
module mul_8_stage (
	input clk, ce,
	input[31 : 0] a,
	input [31 : 0] b,
	output [31 : 0] p
);
	reg [31 : 0] a_reg = 0, b_reg = 0, q0 = 0, q1 = 0, q2 = 0, q3 = 0, q4 = 0, q5 = 0, q6 = 0;
	wire [63 : 0] mul_wire;
	assign mul_wire = a_reg * b_reg;
	wire [31 : 0] mul;
	assign mul = mul_wire[31 : 0];
	always @(posedge clk)
		if(ce)begin
			a_reg <= a;
			b_reg <= b;
			q0 <= mul;
			q1 <= q0;
			q2 <= q1;
			q3 <= q2;
			q4 <= q3;
			q5 <= q4;
			q6 <= q5;
		end
	assign p = q6;
endmodule
==> design/flow/run.sh <==
#!/bin/bash
# OpenROAD 26Q1-2900-gdf79404cd8, Yosys 0.63+post, stock flow scripts
make -C /OpenROAD-flow-scripts/flow DESIGN_CONFIG=/design/flow/config.mk WORK_HOME=/design/flow/orfs finish
==> design/flow/config.mk <==
export PLATFORM = sky130hd
export DESIGN_NAME = mul_8_stage
export DESIGN_NICKNAME = mul_8_stage
export VERILOG_FILES = /design/flow/design.v
export SDC_FILE = /design/flow/constraint.sdc
export NUM_CORES = 4
export LEC_CHECK = 1
export CORE_UTILIZATION = 30
==> design/flow/constraint.sdc <==
current_design mul_8_stage

set clk_period 17.0
set clk_io_pct 0.2

create_clock -name clk0 -period $clk_period [get_ports {clk}]

set non_clock_inputs [all_inputs -no_clocks]
set_input_delay [expr $clk_period * $clk_io_pct] -clock clk0 $non_clock_inputs
set_output_delay [expr $clk_period * $clk_io_pct] -clock clk0 [all_outputs]
==> results.txt <==
Setup slack of the worst register-to-register path: 9.73 ns
Top-level I/O count: 98
Top Layout Cells: sky130_fd_sc_hd__fa_1, sky130_fd_sc_hd__and2_1, sky130_fd_sc_hd__inv_1
Post-CTS sizing: 0
Final cycle utilization of the critical path: 0.428
Number of global-route vias before repair: 14.9k
Maximum net fanout on the critical path: 30
Number of sinks on the clock net: 288
Row Count: 104
Origin of the critical flop-to-flop path: b_reg[2]$_DFFE_PP_
Fin Clk Skew: 0.0552 ns
Post-CTS Hold Buffers: 0
Ys cells: 1999
Initial antenna violation count: 0
Gp weighted congestion: 0.855
WS Path Type: flip-flop to flip-flop
Antenna Violating Nets Remaining: 0
GRT Resource Usage Total: 0.140
Overall routed net length: 52.1 mm
Slew at the pin closest to its max-slew limit: 0.892 ns
Most numerous logic cell after layout: sky130_fd_sc_hd__fa_1
Unrepaired setup endpoints after global routing: no
DRC violation count after routing: 0
First-pass GRT wire length: 83.0 mm
Final instance count without filler cells: 3163
Height of the chip: 287 um
Number of instances on the worst hold path: 0
N_diodes: 0
Area inside the core boundary: 0.0804 sq mm
Ys async rst share: 0
Number of distinct standard cells referenced by the synthesized netlist: 43
Most common cell on crit path: sky130_fd_sc_hd__fa_1
DR pass1 iterations: 4
CP arrival: 7.52 ns
Slowest cell on crit path: sky130_fd_sc_hd__edfxtp_1
HP Class: flip-flop to flip-flop
Post-DP Area: 0.0266 sq mm
Time the final worst path needs with I/O delays and setup: 7.27 ns
Vias per inst: 4.31
Fraction of layout cells with a size suffix above 1: 0.0385
Remaining global-route overflow: 0
RR Endpoint: q0[31]$_DFFE_PP_
Number of flops mapped to enable cells by yosys: 288
Launch point of the worst hold path: q5[24]$_DFFE_PP_
Seq/Total Area, Yosys: 0.355
DR iter-0 viols: 590
Clock tree from TritonCTS: yes
Full die area: 0.0824 sq mm
Number of synthesized register bits: 288
Total half-perimeter wirelength after legalization and detailed placement: 39.1 mm
Post-synthesis instance total: 1999
Area of all placed cells without fillers: 0.0277 sq mm
Status: complete, no violations
Clock slew at reported path FFs: 0.06 ns
Cell total after placement: 3099
Yosys synthesis chip area: 0.0244 sq mm
Overall via count from detail_route: 13.6k
Root Buffer: sky130_fd_sc_hd__clkbuf_16
Startpoint class of the critical path: flip-flop
Number of maximum-capacitance violations: 0
PortBufs: 97
Dominant register cell in the synthesized netlist: sky130_fd_sc_hd__edfxtp_1
Number of H-tree levels: 2
Worst Hold Endpoint: q6[24]$_DFFE_PP_
Final number of setup-violating endpoints: 0
Horizontal die dimension: 287 um
Yosys Warn Count: 1
Critical path, cell by cell: and2_1 -> fa_1 -> inv_1 -> fa_1 -> fa_1 -> fa_1 -> inv_1 -> fa_1 -> fa_1 -> fa_1 -> fa_1 -> ha_1 -> a21oi_1 -> o21ai_0 -> a31oi_1 -> o21ai_0 -> a21oi_1 -> a21bo_2 -> o21ai_0 -> xnor2_1
Hold violation count in the final report: 0
Data required time of the worst path: 17.25 ns
Number of max-slew violations in the final report: 0
Insertion delay of the later-clocked pin in the worst-skew pair: 0.57 ns
Total Neg Setup Slack: 0 ns
Cells on worst reg2reg path: 20
Maximum achievable frequency: 0.138 GHz
Relative slew slack: 0.406
Minimum hold slack: 0.389 ns
Bufs on Longest Clock Path: 3
Post-CTS setup buffer count: 0
Cts bufs inserted: 36
Fp util: 0.303
Crit path largest cell delay: 0.75 ns
Area of the mapped netlist: 0.0244 sq mm
Post-synthesis average cell area: 12.2 sq um
Nature of the critical path endpoint: flip-flop
Pin count of the biggest net entering global routing: 97
Number of OpenROAD warnings: 25
Area Overhead vs Synth: 13.8%
Detailed-route wire length per cell: 16.5 um
[worst max-delay path, delay by kind of cell, from the launching register on]
family / cells / cell delay (ns)
and+or+nand+nor: 1 / 0.32
adders and majority gates: 9 / 4.32
buffers and inverters: 2 / 0.11
DFF: 1 / 0.75
xor gates and xnor gates: 1 / 0.13
AOI/OAI and AO/OA: 7 / 1.33
[cell families (layout without fill, tap and decap cells)]
logic type / Yosys count / after routing / synth area share
buffers and inverters: 442 / 546 / 0.0681
and+or+nand+nor: 580 / 580 / 0.129
DFF: 288 / 288 / 0.355
AOI/OAI and AO/OA: 74 / 74 / 0.0200
xor gates and xnor gates: 84 / 84 / 0.0302
adders and majority gates: 531 / 531 / 0.398
[Yosys cell counts, types with 10 or more instances]
master | number | area, sq um
sky130_fd_sc_hd__o21ai_0 | 10 | 50.1
sky130_fd_sc_hd__xnor2_1 | 66 | 578
sky130_fd_sc_hd__nand2_1 | 178 | 668
sky130_fd_sc_hd__a21oi_1 | 26 | 130
sky130_fd_sc_hd__ha_1 | 123 | 1540
sky130_fd_sc_hd__inv_1 | 360 | 1350
sky130_fd_sc_hd__edfxtp_1 | 288 | 8650
sky130_fd_sc_hd__xor2_1 | 18 | 158
sky130_fd_sc_hd__nor2_1 | 16 | 60.1
sky130_fd_sc_hd__and2_1 | 367 | 2300
sky130_fd_sc_hd__clkbuf_1 | 82 | 308
sky130_fd_sc_hd__fa_1 | 408 | 8170
[worst max path at each step]
stage                         startpoint          endpoint  depth (start not counted)
after global routing  b_reg[3]$_DFFE_PP_  q0[31]$_DFFE_PP_                         20
final                 b_reg[2]$_DFFE_PP_  q0[31]$_DFFE_PP_                         20
after CTS             b_reg[2]$_DFFE_PP_  q0[31]$_DFFE_PP_                         20
[area by class of cell]
| type | count | area (sq um) |
|---|---|---|
| repair buffers | 122 | 1160 |
| fillers | 7715 | 52700 |
| flip-flops and latches | 288 | 8650 |
| multi-input cells | 1269 | 14100 |
| well taps | 1060 | 1330 |
| clock inverters | 20 | 224 |
| clock buffers | 44 | 952 |
| inverters | 360 | 1350 |
[through the flow]
step,setup WS (ns),utilization
floorplan,10.34,-
global placement,9.81,0.330
detailed placement,9.76,0.330
CTS,9.70,0.345
global route,9.31,0.345
finish,9.73,0.345
[layer usage]
| layer | GRT usage | part of all wire |
|---|---|---|
| met5 | 0 | 0 |
| met4 | 0.0331 | 0.029 |
| met1 | 0.193 | 0.41 |
| met2 | 0.212 | 0.47 |
| met3 | 0.0592 | 0.090 |
